**flow/run.sh**
```bash
#!/bin/bash
# OpenROAD 26Q1-2900-gdf79404cd8, Yosys 0.63+post, stock flow scripts
make -C /OpenROAD-flow-scripts/flow DESIGN_CONFIG=/design/flow/config.mk WORK_HOME=/design/flow/orfs finish
```
**flow/constraint.sdc**
```tcl
current_design UM6845R

set clk_period 5.9
set clk_io_pct 0.2

create_clock -name clk0 -period $clk_period [get_ports {CLOCK}]

set non_clock_inputs [all_inputs -no_clocks]
set_input_delay [expr $clk_period * $clk_io_pct] -clock clk0 $non_clock_inputs
set_output_delay [expr $clk_period * $clk_io_pct] -clock clk0 [all_outputs]
```
**flow/config.mk**
```make
export PLATFORM = sky130hd
export DESIGN_NAME = UM6845R
export DESIGN_NICKNAME = UM6845R
export VERILOG_FILES = /design/flow/design.v
export SDC_FILE = /design/flow/constraint.sdc
export NUM_CORES = 4
export LEC_CHECK = 1
export CORE_UTILIZATION = 30
```
**flow/design.v**
```verilog
module UM6845R
(
	input            CLOCK,
	input            CLKEN,
	input            nRESET,
	input            CRTC_TYPE,
	input            ENABLE,
	input            nCS,
	input            R_nW,
	input            RS,
	input      [7:0] DI,
	output reg [7:0] DO,
	output reg       VSYNC,
	output reg       HSYNC,
	output           DE,
	output           FIELD,
	output           CURSOR,
	output    [13:0] MA,
	output     [4:0] RA
);
assign FIELD = ~field & interlace[0];
assign MA = row_addr + hcc;
assign RA = line | (field & interlace[0]);
assign DE = de[R8_skew & ~{2{CRTC_TYPE}}];
reg [7:0] R0_h_total;
reg [7:0] R1_h_displayed;
reg [7:0] R2_h_sync_pos;
reg [3:0] R3_v_sync_width;
reg [3:0] R3_h_sync_width;
reg [6:0] R4_v_total;
reg [4:0] R5_v_total_adj;
reg [6:0] R6_v_displayed;
reg [6:0] R7_v_sync_pos;
reg [1:0] R8_skew;
reg [1:0] R8_interlace;
reg [4:0] R9_v_max_line;
reg [1:0] R10_cursor_mode;
reg [4:0] R10_cursor_start;
reg [4:0] R11_cursor_end;
reg [5:0] R12_start_addr_h;
reg [7:0] R13_start_addr_l;
reg [5:0] R14_cursor_h;
reg [7:0] R15_cursor_l;
reg [4:0] addr;
always @(*) begin
	DO = 8'hFF;
	if (ENABLE & ~nCS) begin
		if (RS) begin
			case (addr)
				10: DO = {R10_cursor_mode, R10_cursor_start};
				11: DO = R11_cursor_end;
				12: DO = CRTC_TYPE ? 8'h00 : R12_start_addr_h;
				13: DO = CRTC_TYPE ? 8'h00 : R13_start_addr_l;
				14: DO = R14_cursor_h;
				15: DO = R15_cursor_l;
				31: DO = CRTC_TYPE ? 8'hFF : 8'h00;
			 default: DO = 0;
			endcase
		end
		else if(CRTC_TYPE) begin
			DO = vde ? 8'h00 : 8'h20;  
		end
	end
end
always @(posedge CLOCK) begin
	if (ENABLE & ~nCS & ~R_nW) begin
		if (~RS) addr <= DI[4:0];
		else begin
			case (addr)
				00: R0_h_total <= DI;
				01: R1_h_displayed <= DI;
				02: R2_h_sync_pos <= DI;
				03: {R3_v_sync_width,R3_h_sync_width} <= DI;
				04: R4_v_total <= DI[6:0];
				05: R5_v_total_adj <= DI[4:0];
				06: R6_v_displayed <= DI[6:0];
				07: R7_v_sync_pos <= DI[6:0];
				08: {R8_skew, R8_interlace} <= {DI[5:4],DI[1:0]};
				09: R9_v_max_line <= DI[4:0];
				10: {R10_cursor_mode,R10_cursor_start} <= DI[6:0];
				11: R11_cursor_end <= DI[4:0];
				12: R12_start_addr_h <= DI[5:0];
				13: R13_start_addr_l <= DI[7:0];
				14: R14_cursor_h <= DI[5:0];
				15: R15_cursor_l <= DI[7:0];
			endcase
		end
	end
end
wire [4:0] interlace = &R8_interlace[1:0];
reg        in_adj;
reg  [7:0] hcc;
wire       hcc_last  = (hcc == R0_h_total) && (CRTC_TYPE || R0_h_total);  
wire [7:0] hcc_next  = hcc_last ? 8'h00 : hcc + 1'd1;
reg  [4:0] line;
wire [4:0] line_max  = (in_adj ? R5_v_total_adj-1'd1 : R9_v_max_line) & ~interlace;
wire       line_last = (line == line_max) || !line_max;
wire [4:0] line_next = (line_last ? 5'd0 : line + 1'd1 + interlace) & ~interlace;
wire       line_new  = hcc_last;
reg  [6:0] row;
wire       row_last  = (row == R4_v_total) || !R4_v_total;
wire [6:0] row_next  = (row_last & ~frame_adj) ? 7'd0 : row + 1'd1;
wire       row_new   = line_new & line_last;
wire       frame_adj = row_last && ~in_adj && R5_v_total_adj;
wire       frame_new = row_new & (row_last | in_adj) & ~frame_adj;
reg  field;
always @(posedge CLOCK) begin
	if(~nRESET) begin
		hcc    <= 0;
		line   <= 0;
		row    <= 0;
		in_adj <= 0;
		field  <= 0;
	end
	else if(CLKEN) begin
		hcc <= hcc_next;
		if(line_new) line <= line_next;
		if(row_new) begin
			if(frame_adj) in_adj <= 1;
			else if(frame_new) begin
				in_adj <= 0;
				row <= 0;
				field <= ~field & R8_interlace[0];
			end
			else row <= row_next;
		end
	end
end
wire CRTC1_reload =  CRTC_TYPE & ~line_last & !row & !hcc_next;  
wire CRTC0_reload = ~CRTC_TYPE & line_new & !R4_v_total & !R9_v_max_line;
reg  [13:0] row_addr;
always @(posedge CLOCK) begin
	if(CLKEN) begin
		if(hcc_next == R1_h_displayed && line_last) row_addr <= row_addr + R1_h_displayed;
		if(frame_new | CRTC0_reload | CRTC1_reload) row_addr <= {R12_start_addr_h, R13_start_addr_l};
	end
end
reg hde;
always @(posedge CLOCK) begin
	reg [3:0] hsc;
	if(~nRESET) begin
		hsc    <= 0;
		hde    <= 0;
		HSYNC  <= 0;
	end
	else if (CLKEN) begin
		if(line_new)                   hde <= 1;
		if(hcc_next == R1_h_displayed) hde <= 0;
		if(hsc) hsc <= hsc - 1'd1;
		else if (hcc_next == R2_h_sync_pos) begin
			if(R3_h_sync_width) begin
				HSYNC <= 1;
				hsc <= R3_h_sync_width - 1'd1;
			end
		end
		else HSYNC <= 0;
	end
end
reg vde;
always @(posedge CLOCK) begin
	reg  [3:0] vsc;
	reg        vsync_allow;
	if (ENABLE & ~nCS & ~R_nW & addr == 5'd07) vsync_allow <= 1;
	if(~nRESET) begin
		vsc    <= 0;
		vde    <= 0;
		VSYNC  <= 0;
		vsync_allow <= 1;
	end
	else if (CLKEN) begin
		if(row_new) begin
			if((frame_new & row !=0) | row_next != row) vsync_allow <= 1;
			if(frame_new)                  vde <= 1;
			if(row_next == R6_v_displayed) vde <= 0;
		end
		if(field ? (hcc_next == {1'b0, R0_h_total[7:1]}) : line_new) begin
			if(vsc) vsc <= vsc - 1'd1;
			else if (vsync_allow & (field ? (row == R7_v_sync_pos && !line) : (row_next == R7_v_sync_pos && line_last))) begin
				VSYNC <= 1;
				vsync_allow <= 0;
				vsc <= (CRTC_TYPE ? 4'd0 : R3_v_sync_width) - 1'd1;
			end
			else VSYNC <= 0;
		end
	end
end
wire [3:0] de = {1'b0, dde[1:0], hde & vde & |R6_v_displayed};
reg  [1:0] dde;
always @(posedge CLOCK) if (CLKEN) dde <= {dde[0],de[0]};
reg cursor_line;
assign CURSOR = hde & vde & MA == {R14_cursor_h, R15_cursor_l} & cursor_line;
always @(posedge CLOCK) begin
	if(~nRESET) begin
		cursor_line <= 0;
	end
	else if (CLKEN) begin
		if (line == R10_cursor_start)
			cursor_line <= 1;
		else if (line == R11_cursor_end)
			cursor_line <= 0;
		end
	end
endmodule
```
==> COMMIT_EDITMSG <==
Update PnR metrics after Yosys + OpenROAD run

- Status: finished clean
- In the final layout, flip-flops and latches occupy 4560 um2.
* Startpoint of the most critical hold path: dde[0]
- The worst setup path is captured at an output port.
* CP startpoint kind: flip-flop
* Global-route wire length before repair: 41.2 mm
* Cells along the critical path: ha_1 -> fa_1 -> a21o_1 -> a21oi_1 -> o21bai_1 -> a21oi_1 -> xnor3_1 -> or4_1 -> nor4_1 -> and4_1 -> clkdlybuf4s50_1
- In the final report, the number of hold violations comes to 0.
- Final Power: approximately 2.5 mW
- The share of the core area taken by cells at floorplan is 0.305.
* Post-synthesis average cell area: around 11 um2
- The filler cells instantiated in the layout total 3,032.
- Of the total synthesized cell area, the portion taken by AND-OR and OR-AND cells is 0.156.
- The script reports the combined buffer and inverter count of the critical path as 1.
- Number of I/O port buffers: 47
* Setup bufs post-CTS: 0
- The tree is rooted in a clkbuf_16.
* Total I/O pin count: 48
- Per the timing report, the biggest fanout along the worst path comes to 13.
- Power share of the clock group: 0.445
* Post-Route Utilization: 0.354
* Total Routing Usage GR: 0.168
- The clock net in this run drives a total of 164 sinks.
- The analysis attributes to net switching a power of 0.546 mW.
- In the log, the iteration count for the first detailed-route pass is 8.
- The most numerous cell type found on the critical path is a21oi_1.
- Final wirelength: roughly 26 mm
- Final sum of negative setup slack: 0 ns
* Fraction of the cycle the final worst path needs: 0.919
* Pin slew with the least headroom to its limit: 0.957 ns
* Buffers from clock root to sink, at most: 2
- The power report attributes to the combinational group a share of 0.055.
- According to the floorplan report, the die height is between 150 and 200 um.
* Cells after DPL: 1,333
- Largest voltage drop on the vdd net: 0.000135 V
* Worst path max stage delay: 0.54 ns
* Worst setup skew after layout: 0.0161 ns
* Unrepaired setup endpoints after global routing: no
* Cell Int Power: 1.98 mW
* Ant diodes: 0
- Required time of the critical path: 4.72 ns
* Clk latency late pin: around 0.43 ns
- R2R Path Start: hcc[0]
- Netlist cell types: between 80 and 90
- Gp weighted congestion: ~0.9
- Looking at the clock tree report, the H-tree level count equals 4.
- Most common library cell in the layout ignoring fill and taps: edfxtp_1
- Area reported by Yosys stat: 9660 um2
* Overall overflow remaining after global route: 0
- In this run the tools logged warnings totalling 26.
- In the synthesized netlist, the number of instances is around 900.
- Hold buffer count at CTS: 0
- The detailed router finished its first iteration with 556 violations.
- Max stage delay cell, worst path: or4_1
* Max-slew violation count: 0
- Lkg Pwr: 3.93 nW
* Register share of total power: 0.500
- Number of antenna violations at the first check in global routing: 0
- Vias in the first global route: 7,198
* Number of endpoints failing setup at the final stage: 0
- WL/cell: 19.0 um
- Fin area: approximately 11,000 um2
- The multi-input combinational cells in the finished layout cover a total of 4770 um2.
- For this design, Yosys synthesis ends with a cell count of between 900 and 1,000.
- The final timing report derives a shortest allowable period of 5.42 ns.
- Simple-gate area share of the yosys netlist: 0.168
* Mux share of post-synthesis cell area: 0.0194
- Worst setup path class: flip-flop to output port
- The finished layout holds between 1,000 and 1,500 standard cells, fillers aside.
- Via total after detailed routing: 7,291
* Crit path DAT: 4.24 ns
- In this run the remaining antenna-violating nets after routing total 0.
- Post-route DRC: 0
- Critical path startpoint: hcc[0]
- Most frequent cells in the layout: edfxtp_1 (128), nand2_1 (73), nor2_1 (66)
- Family of cells with the greatest summed delay on the critical path: simple AND/OR/NAND/NOR gates
- Reg clk slew, reported paths: 0.06 ns
- The wire-length estimate of the detail-placed layout is 18.9 mm.
- TritonCTS created 17 clock buffers.
* Count of maximum capacitance violations: 0
* Share of the yosys chip area belonging to registers: 0.472
- Before any placement, the netlist area is recorded as a little under 10,000 um2.
- Share of cells above drive strength 1: 0.0903
- Post-synth ARST share: 0
- TritonCTS clock tree: yes
* Fmax: roughly 180 MHz
- Total number of yosys warnings: 1
* Placement row count: 65
- The min-delay analysis places its worst path in the category flip-flop to flip-flop.
* Number of synthesized flops with an enable pin: between 100 and 150
- Layout area overhead: 15.8%
- The script computed the net switching share of total power as 0.216.
- The cell-mix breakdown from Yosys lists the adder-cell area share as 0.0352.
* Main logic family after synthesis: simple AND/OR/NAND/NOR gates
* Post-cts gate resize count: 0
* XOR/XNOR Fraction of Synth Area: 0.114
* Power per Cell Area: roughly 230 nW/um2
- The floorplan step defined a core boundary enclosing 31,600 um2.
- Die ar.: 32,900 um2
- The placement stage leaves a total instance area of 10,600 um2.
* Seq cells post-synth: approximately 160
- Entering global routing, the biggest net connects 27 pins.
- Max-Slew Margin vs Limit: 0.357
- Among all flip-flop cells after synthesis, the most frequent one is edfxtp_1.
* Horizontal die size: about 180 um
- Via density per instance: 5.34
## cells in the mapped netlist (7+ instances only)
master,number,area (um2)
buf_2,15,75.1
xnor2_1,49,429
a31oi_1,11,68.8
nand2b_1,15,93.8
a221oi_1,7,61.3
edfxtp_1,128,3840
and2_1,8,50.1
ha_1,24,300
nor4_1,14,87.6
a21oi_1,41,205
and3_1,16,100
nor4b_1,7,61.3
o31ai_1,7,52.6
nand4_1,9,56.3
or2_2,9,56.3
o21ai_0,40,200
nor3_1,27,135
inv_1,31,116
nand2_1,73,274
xor2_1,54,473
xnor3_1,8,180
nand3_1,23,115
dfxtp_1,36,721
clkbuf_1,25,93.8
nor2_1,66,248
mux2_2,11,124
## layer usage
metal / global-route usage / vias to the layer above / routed length, um
met3: 0.0440 / 33 / 1740
met1: 0.245 / 3505 / 11500
met4: 0.0332 / 0 / 555
li1: - / 3508 / -
met5: 0 / - / 0
met2: 0.262 / 245 / 12100
## metrics by stage
stage          worst slack, ns  hold slack [ns]
2_1_floorplan             1.96            0.427
3_3_place_gp             0.955            0.435
3_5_place_dp             0.885            0.450
4_1_cts                  0.495            0.464
5_1_grt                  0.231            0.481
6_report                 0.481            0.465
## flip-flops by register name, indices dropped and copies added, names as in the netlist, 4 cells and up, named ones only
register,count
addr,5
R10_cursor_start,5
row_addr,14
R12_start_addr_h,6
R11_cursor_end,5
R2_h_sync_pos,8
R0_h_total,8
row,7
R4_v_total,7
R5_v_total_adj,5
R7_v_sync_pos,7
R3_h_sync_width,4
R3_v_sync_width,4
R15_cursor_l,8
hcc,8
R9_v_max_line,5
R1_h_displayed,8
R6_v_displayed,7
R13_start_addr_l,8
line,5
R14_cursor_h,6
## cell families after synthesis
logic type / Yosys count
buffers and inverters: 77
adder cells (fa/ha/maj): 26
flip-flops: 164
AND/OR/NAND/NOR: 308
multiplexers: 17
AND-OR/OR-AND: 206
XOR/XNOR: 112
## power groups by stage
stage | registers, mW | clock network, mW | logic [mW]
after CTS | 1.26 | 1.14 | 0.142
after global routing | 1.26 | 1.18 | 0.155
final | 1.26 | 1.12 | 0.140
## worst paths after layout
path / end / slack (ns) / cells past startpoint
min: dde[1] / 0.47 / 0
max: CURSOR / 0.48 / 11
min reg2reg: dde[1] / 0.47 / 0
max reg2reg: row_addr[9] / 1.40 / 8
## area by class of cell
class | count | area share
clock inverter | 8 | 0.00503
clock buffer | 24 | 0.0498
tap | 402 | 0.0450
inverter | 31 | 0.0104
multi-input combinational | 669 | 0.426
timing repair buffer | 67 | 0.0555
sequential | 164 | 0.408
Power is estimated from default activity; no workload was simulated.
