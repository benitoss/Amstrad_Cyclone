==> flow/config.mk <==
export PLATFORM = sky130hd
export DESIGN_NAME = crt_filter
export DESIGN_NICKNAME = crt_filter
export VERILOG_FILES = /design/flow/design.v
export SDC_FILE = /design/flow/constraint.sdc
export NUM_CORES = 4
export LEC_CHECK = 1
export CORE_UTILIZATION = 40
==> flow/constraint.sdc <==
current_design crt_filter

set clk_period 5.9
set clk_io_pct 0.2

create_clock -name clk0 -period $clk_period [get_ports {CLK}]

set non_clock_inputs [all_inputs -no_clocks]
set_input_delay [expr $clk_period * $clk_io_pct] -clock clk0 $non_clock_inputs
set_output_delay [expr $clk_period * $clk_io_pct] -clock clk0 [all_outputs]
==> flow/design.v <==
module crt_filter
(
	input      CLK,
	input      CE_4,
	input      HSYNC_I,
	input      VSYNC_I,
	output reg HSYNC_O,
	output reg VSYNC_O,
	output reg HBLANK,
	output reg VBLANK,
	output     SHIFT
);
wire resync = 1;
reg hs4,shift;
assign SHIFT = shift ^ hs4;
reg hsync, no_hsync;
always @(posedge CLK) begin
	reg [15:0] dcnt;
	reg [10:0] hsz, hcnt;
	reg old_vsync, old_hsync;
	reg no_hsync_next;
	if(CE_4) begin
		if(&dcnt) no_hsync_next <= 1; else dcnt <= dcnt + 1'd1;
		old_hsync <= HSYNC_I;
		if(~old_hsync & HSYNC_I) begin
			dcnt <= 0;
			if(no_hsync && !hsz) begin
				hsz <= dcnt[10:0];
				hsync <= 1;
				hcnt <= 0;
			end
		end
		if(no_hsync && hsz) begin
			hcnt <= hcnt + 1'd1;
			if(hcnt == 13) hsync <= 0;
			if(hcnt == hsz) begin
				hsync <= 1;
				hcnt <= 0;
			end
		end
		old_vsync <= VSYNC_I;
		if(~old_vsync & VSYNC_I) begin
			no_hsync <= no_hsync_next;
			no_hsync_next <= 0;
			hsz <= 0;
		end
	end
end
wire hsync_i = no_hsync ? hsync : HSYNC_I;
always @(posedge CLK) begin
	reg       old_hsync;
	reg       old_vsync,old_vs;
	reg [8:0] hSyncCount;
	reg [9:0] hSyncCount2x;
	reg [8:0] hSyncSize;
	reg       hSyncReg;
	reg [3:0] vSyncCount;
	reg [1:0] syncs;
	reg [8:0] vSyncFlt;
	localparam HFLT_SZ = 50*4;
	localparam VFLT_SZ = 260;
	if(CE_4) begin
		old_hsync <= hsync_i;
		if(resync) begin
			if(~&hSyncCount) hSyncCount = hSyncCount + 1'd1;
			if(~old_hsync & hsync_i) old_vs <= VSYNC_I;
			if((~old_vs & VSYNC_I & ~old_hsync & hsync_i) || (hSyncCount >= hSyncSize)) begin
				hSyncCount = 0;
				if(~old_hsync & hsync_i) hSyncReg <= 1;
			end
			if(~&hSyncCount2x) hSyncCount2x = hSyncCount2x + 1'd1;
			if(~old_hsync & hsync_i) begin
				if(~VSYNC_I & ~&syncs) syncs = syncs + 1'd1;
				if(VSYNC_I) {syncs,hSyncCount2x} = 0;
				if(syncs == 2) hSyncSize <= hSyncCount2x[9:1];
			end
		end
		else begin
			if(hSyncCount < HFLT_SZ) hSyncCount = hSyncCount + 1'd1;
			else if(~old_hsync & hsync_i) begin
				hSyncCount = 0;
				hSyncReg <= 1;
			end
		end
		if(old_hsync & ~hsync_i & hSyncReg) begin
			hSyncReg <= 0;
			if(hSyncCount > 7*4) hs4 <= 0;
			if((hSyncCount >= 4*4-1) && (hSyncCount < 6*4-1)) begin
				if(hSyncCount == 4*4-1) hs4 <= 1;
				shift <= 1;
			end
		end
		if(hSyncCount == 2*4) begin
			HSYNC_O <= 1;
			shift <= 0;
			old_vsync <= VSYNC_I;
			if(~&vSyncFlt) vSyncFlt <= vSyncFlt + 1'd1;
			if(VSYNC_I) begin
				if(~old_vsync && (vSyncFlt > VFLT_SZ)) begin
					vSyncCount = 0;
					vSyncFlt <= 0;
				end
				else if(~&vSyncCount) vSyncCount = vSyncCount + 1'd1;
			end
			if(vSyncCount == 1) VSYNC_O <= 1;
			if(!vSyncCount || (vSyncCount == 3)) VSYNC_O <= 0;
		end
		if(~VSYNC_I) VSYNC_O <= 0;
		if(hSyncCount == 6*4) HSYNC_O <= 0;
	end
end
always @(posedge CLK) begin
	localparam  BEGIN_VBORDER = 4 * 8 - 2;
	localparam  END_VBORDER = 37 * 8 + 6;
	localparam  BEGIN_HBORDER = 49;
	localparam  END_HBORDER = 241;
	reg old_vs;
	reg old_hs;
	reg [8:0] vborder;
	reg [8:0] hborder;
	if (CE_4) begin
		if(~&hborder) hborder <= hborder + 1'd1;
		old_hs <= HSYNC_O;
		if (~old_hs & HSYNC_O) begin
			hborder <= 0;
			HBLANK <= 1;
			if(~&vborder) vborder <= vborder + 1'd1;
			old_vs <= VSYNC_O;
			if(~old_vs & VSYNC_O) begin
				vborder <= 0;
				VBLANK <= 1;
			end
		end
		if(hborder == BEGIN_HBORDER) begin
			HBLANK <= 0;
			if(vborder == BEGIN_VBORDER) VBLANK <= 0;
		end
		if(hborder == END_HBORDER) begin
			HBLANK <= 1;
			if(vborder == END_VBORDER) VBLANK <= 1;
		end
	end
end
endmodule
==> flow/run.sh <==
#!/bin/bash
# OpenROAD 26Q1-2900-gdf79404cd8, Yosys 0.63+post, stock flow scripts
make -C /OpenROAD-flow-scripts/flow DESIGN_CONFIG=/design/flow/config.mk WORK_HOME=/design/flow/orfs finish
==> job_summary.md <==
### Metrics collected by this job

| Metric | Value |
|---|---|
| Outcome | complete, no violations |
| GRT Residual Overflow | 0 |
| Placed Area | 0.00671 mm^2 |
| Layout cells sized above 1 | 0.0789 |
| DIE WIDTH | 129 um |
| EDFF count, synth | 116 |
| # diodes | 0 |
| Cts hold-fix bufs | 0 |
| # IOs | 9 |
| Area Overhead vs Synth | 14.0% |
| Max-slew violation count | 0 |
| Final non-filler cell total | 845 |
| Ys Warns | 1 |
| Rel. slew slack | 0.379 |
| Overall Global Routing Usage | 0.156 |
| Die height | 129 um |
| Main flop type | edfxtp_1 |
| Yosys cell types | 53 |
| Reg2Reg Setup Slack | 2.11 ns |
| Clk ins delay skew pair | 0.41 ns |
| H-tree depth | 4 |
| Final routed DRC violation total | 0 |
| Reg2Reg Depth | 11 |
| Clock root buffer | clkbuf_16 |
| Floorplan core density | 0.415 |
| YS chip area | 0.00640 mm^2 |
| Final Setup Violations | 0 |
| Required @ worst endpoint | 6.05 ns |
| Pwr per Cell Area | 297 mW/mm^2 |
| Hold Crit Class | flop to flop |
| CP endpoint kind | flop |
| Clk pin slew, worst setup/hold paths | 0.06 ns |
| Initial drt markers | 284 |
| Syn Std Cell Area | 0.00640 mm^2 |
| Setup Skew | 0.00636 ns |
| Core Region | 0.0154 mm^2 |
| Gpl congestion | 0.858 |
| Clock Sinks | 116 |
| PostCTS Resize Cnt | 0 |
| Num CTS Buffers | 17 |
| Routed Antenna Nets | 0 |
| DR vias/cell | 5.24 |
| Port Buffer Count | 8 |
| Leak | 2.63 nW |
| Routed wire per std cell | 13.8 um |
| Critical path fanouts, max | 14 |
| Post-DP HPWL | 7.98 mm |
| Initial antenna violation count | 0 |
| Largest net degree at the start of global routing | 31 |
| Synth async-reset ratio | 0 |
| TNS Setup | 0 ns |
| DIE AREA | 0.0165 mm^2 |
| Maxcap violations | 0 |
| Clock tree buffer depth | 2 |
| Arr. time, crit path | 3.94 ns |
| Clock tree from TritonCTS | yes |
| First-pass GRT wire length | 19.7 mm |
| Rows | 45 |
| Mean Syn Cell Area | 10.6 um^2 |
| Critical path class | flop to flop |
| Drt pass-1 iters | 4 |
| Syn Inst Count | 604 |
| CP Launch Type | flop |
| VDD IR-drop max | 240 uV |
| Design Area, Final | 0.00730 mm^2 |
| Final Cycle Share | 0.643 |
| Yosys cell count | 604 |
| RSZ-0062 raised after global routing | false |
| Post-CTS setup buffer count | 0 |
| Final Total Pwr | 2.17 mW |
| Critical path endpoint | HSYNC_O |
| Post-synthesis sequential area ratio | 0.544 |
| Tool Warnings | 29 |
| Minimum clock period | 3.79 ns |
| Vias | 4424 |
| Post-Place Cells | 813 |
| R2r endpoint | HSYNC_O |
| Routed WL | 11.7 mm |
| Hold Fails Final Rpt | 0 |
| Post-layout util | 0.473 |
| Slew at the pin with the worst max-slew slack | 0.932 ns |
| Fmax | 0.264 GHz |
| Synth flops | 116 |
| Vias in the first global route | 4163 |
-- kinds of logic after synthesis --
family | count (synthesis) | share of synthesized area
buf+inv | 43 | 0.0291
simple gates | 282 | 0.225
fa+ha+maj | 24 | 0.0469
xor+xnor | 56 | 0.0766
mux | 6 | 0.0102
flops | 116 | 0.544
compound gates | 77 | 0.0684
-- power by group --
group	total, mW	switching, mW	internal [mW]	leakage, nW
clock network	0.998	0.374	0.623	0.280
registers	1.00	0.0459	0.959	1.11
logic	0.167	0.0986	0.0682	1.24
-- worst max-delay path, stage by stage (launching register included) --
cell and delay [ns]:
edfxtp_1 0.47, ha_1 0.40, and4_1 0.28, a21oi_1 0.07, a21oi_1 0.36, ha_1 0.33, a211oi_1 0.24, nor2_1 0.07
nor2_1 0.08, nand3_1 0.39, nand2b_2 0.38, or4b_1 0.46
-- Yosys cell counts (2+ instances only) --
library cell / n / area (um^2)
nand4_1: 18 / 113
edfxtp_1: 116 / 3480
nor3_1: 12 / 60.1
clkbuf_1: 13 / 48.8
buf_6: 3 / 33.8
nand3_1: 35 / 175
xor2_1: 40 / 350
and2_1: 13 / 81.3
nor2_1: 93 / 349
nand2b_1: 9 / 56.3
nor4_1: 9 / 56.3
xnor2_1: 16 / 140
ha_1: 24 / 300
nor3b_1: 2 / 15.0
a41oi_1: 2 / 17.5
nand4b_1: 2 / 17.5
and3_1: 14 / 87.6
o21ai_0: 23 / 115
mux2i_1: 5 / 50.1
inv_1: 24 / 90.1
a21oi_1: 35 / 175
a31oi_1: 4 / 25.0
buf_2: 2 / 10.0
nand2_1: 37 / 139
or3_1: 9 / 56.3
nor2b_1: 14 / 87.6
and4_1: 4 / 35.0
-- placed cells by master, fill, tap and decap left out, types with 18 or more instances in the layout --
cell	instances
a21oi_1	35
edfxtp_1	116
ha_1	24
inv_1	24
nand2_1	37
nand3_1	35
nand4_1	18
nor2_1	93
o21ai_0	23
xor2_1	40
-- how the worst min path moves through the flow --
stage,startpoint,end,slack [ns],depth (start not counted)
final,flop,no_hsync,0.43,0
after global routing,flop,no_hsync,0.45,0
after CTS,flop,no_hsync,0.43,0
-- through the flow --
step           hold WS, ns  setup slack (ns)
2_1_floorplan        0.400              2.53
3_3_place_gp         0.408              2.11
3_5_place_dp         0.418              2.04
4_1_cts              0.431              2.12
5_1_grt              0.446              1.78
6_report             0.429              2.11
-- final cells by class --
class                      count  area, um^2
multi-input combinational    445        2730
timing repair buffer          16         140
clock buffer                  17         425
fill                        1359        8130
inverter                      25        93.8
tap                          211         264
clock inverter                15         159
sequential                   116        3480
-- per-layer routing --
metal | share of wire | GRT usage
met5 | 0 | 0
met4 | 0.015 | 0.0256
met3 | 0.037 | 0.0377
met2 | 0.45 | 0.234
met1 | 0.49 | 0.250
Power and IR drop assume default switching activity.
