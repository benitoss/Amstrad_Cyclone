**/design/flow/design.v**
```verilog
module image_controller 
(
	input						clk_i,
	input						reset_i,
	input			[31:0]	sd_lba,
	input			[ 1:0]	sd_rd, 
	input			[ 1:0]	sd_wr, 
	output reg				sd_ack,
	output reg 	[ 8:0]	sd_buff_addr,
	output reg 	[ 7:0]	sd_buff_dout,
	input			[ 7:0]	sd_buff_din,
	output reg				sd_buff_wr,
	output reg 	[19:0]	sram_addr_o,
	input			[ 7:0]	sram_data_i,
	output		[ 7:0]	sram_data_o,
	output               sram_we_o
);
typedef enum
{
		IDLE,
		P0,
		R1,
		R2,
		R3,
		R4,
		R5,
		W1,
		W2,
		W3
} states_t;
states_t state_s ;
reg [19:0] sram_addr_s;
reg [16:0] sd_addr;
assign	sd_buff_addr = sram_addr_s[8:0];
assign	sram_addr_o = sram_addr_s; 
	always @(posedge clk_i)
	begin
		 	if (reset_i)
			begin
					state_s <= P0;
					sd_ack <= 1'b0;
					sd_buff_wr <= 1'b0;
			end
			else
			begin
					case (state_s)
						IDLE: state_s <= IDLE;
						 P0:
							 begin
									if ( sd_rd[0] )
									begin
										sd_ack <= 1'b1;
										state_s <= R1;																		
										sd_addr = sd_lba[16:0];  
										sram_addr_s[19:9] =  sd_addr[10:0];
										sram_addr_s[8:0] = 9'b000000000;
									end
									if ( sd_wr[0] )
									begin
										sd_ack <= 1'b1;
										state_s <= W1;																		
										sd_addr = sd_lba[16:0];  
										sram_addr_s[19:9] =  sd_addr[10:0];
										sram_addr_s[8:0] = 9'b000000000;						
									end
							end
						R1:
							begin
									sd_buff_dout<= sram_data_i;
									state_s <= R2;
							end	
						R2:
							begin			
									sd_buff_wr <= 1'b1;
									state_s <= R3;
							end	
						R3:	
							begin		
									sd_buff_wr <= 1'b0;
									state_s <= R4;
							end	
						R4:
							begin
									sram_addr_s <= sram_addr_s + 1;
									if (sram_addr_s[8:0] != 9'b111111111)
										state_s <= R1;
									else
										state_s <= R5;
							end
						R5:
							begin
									sd_ack <= 1'b0;
									state_s <= P0;
							end		
						W1:
							begin
									sram_data_o <= sd_buff_din;
									sram_we_o   <= 1'b1;
									state_s <= W2;
							end	
						W2:
							begin
									sram_addr_s <= sram_addr_s + 1;
									sram_we_o   <= 1'b0;
									if (sram_addr_s[8:0] != 9'b111111111)
										state_s <= W1;
									else
										state_s <= W3;		
							end
						W3:
							begin
									sd_ack <= 1'b0;
									state_s <= P0;
							end		
					endcase;
			end
	end
endmodule
```
**/design/flow/run.sh**
```bash
#!/bin/bash
# OpenROAD 26Q1-2900-gdf79404cd8, Yosys 0.63+post, stock flow scripts
make -C /OpenROAD-flow-scripts/flow DESIGN_CONFIG=/design/flow/config.mk WORK_HOME=/design/flow/orfs finish
```
**/design/flow/config.mk**
```make
export PLATFORM = sky130hd
export DESIGN_NAME = image_controller
export DESIGN_NICKNAME = image_controller
export VERILOG_FILES = /design/flow/design.v
export SDC_FILE = /design/flow/constraint.sdc
export NUM_CORES = 4
export LEC_CHECK = 1
export CORE_UTILIZATION = 30
```
**/design/flow/constraint.sdc**
```tcl
current_design image_controller

set clk_period 3.8
set clk_io_pct 0.2

create_clock -name clk0 -period $clk_period [get_ports {clk_i}]

set non_clock_inputs [all_inputs -no_clocks]
set_input_delay [expr $clk_period * $clk_io_pct] -clock clk0 $non_clock_inputs
set_output_delay [expr $clk_period * $clk_io_pct] -clock clk0 [all_outputs]
```
==> results.txt <==
Quick summary of the implementation run below.

The first routing iteration left about 64 violations. The latest clock arrival within the worst-skew pair is ~0.30 ns. The total cells reported by yosys after synthesis is roughly 180. The core footprint is 6760 sq um.

The CTS buffer count came out at 5. The number of vias in the routed layout came out at 1552. Between clock sinks in the finished design, the worst skew comes to about 0.0035 ns. The largest net degree at the start of global routing came out at 21. Setup repair after global routing left no endpoint under its margin.

Total global-route track usage over all layers is 0.121. According to the I/O placement log, the pin count is ~100. The floorplan has 30 rows. The setup total negative slack came out at 0 ns. In the synthesized netlist, the cells that appear most often are edfxtp_1 (37), nor2_1 (19), dfxtp_1 (11). The most used flip-flop cell is edfxtp_1. For this block, the routed nets add up to ~4.3 mm of wire. The growth of design area from synthesis to finish is 43.1%. The top cell type's share of synthesized area is 0.530.

Counting cells, the worst reg-to-reg path comes to 4. For the worst min-delay path, the startpoint reported by OpenROAD is state_s[3]$_DFF_P_. The total number of warnings across the stage logs is about 48. The final critical-path required period came out at 2.16 ns. The launch point of the critical path was reported as reset_i. The chip area line in the Yosys stat output reads around 2100 sq um. Per the timing report, the biggest fanout along the worst path comes to 13. The final timing summary puts the cycle share of the worst path at 0.568. The width of the die came out at around 86 um. For reference, the top cells by area after synthesis are edfxtp_1 (53%), dfxtp_1 (10%), nor2_1 (3.4%), buf_4 (3.2%), xnor2_1 (2.1%). The delay of the slowest cell on the worst path is 0.70 ns.

The cell with the largest stage delay on the worst path is nor2b_1. The arrival time of the worst setup path is ~2.1 ns. The critical path data required time is approximately 3.7 ns.

Clock tree synthesis selected as its root buffer the cell clkbuf_8. Dividing the detail-routed wire length by the instance count gives between 10 and 15 um. The post-detailed-route via-to-cell ratio is roughly 4.7.

The post-synth register bit count is between 40 and 50. The worst max-slew margin expressed relative to the limit is 0.492. The buffers plus inverters on the worst setup path is 1.

In this run, placement finished with an instance count of approximately 320. In this run the critical path is formed by clkdlybuf4s50_1 -> nor2b_1. The gate count after technology mapping came out at roughly 180. The first-pass GRT wire length is between 6 and 7 mm. In this run the vertical extent of the chip is ~86 um.

The post-synth tally of flip-flops with integrated enable is 37. The number of hold buffers added after CTS was 0. Across the run, the number of max-cap violations was 0. By startpoint and endpoint, the worst setup path is classified as input pin to flip-flop. The cell count of the worst hold path is 1. Buffers placed on the I/O ports in this run total 78. The most common cell in the synthesized netlist is edfxtp_1.

The sum of net half-perimeters after detailed placement is 3.03 mm. The final tally of setup violations is 0. The die area came out at about 7300 sq um. The power density over the cells came out at between 300 and 400 nW/um^2. The number of diodes added for antenna fixing is 0. On the worst setup and hold paths after CTS, the clock-pin slew comes to about 0.090 ns. The flow ran to the end, and the final reports show no timing, DRC or antenna violations. For this design the static power due to leakage is about 1.0 nW. The async set-or-reset flop fraction in the synthesized netlist is 0. Nets still carrying antenna violations after routing amount to 0. Looking at area per cell type in the netlist, the leader is edfxtp_1. The initial standard-cell utilization of the core is 0.311. TritonCTS built the clock tree. The pin slew with the least headroom to its limit came out at 0.760 ns. The post-CTS setup buffer count is 0. The origin of the critical flop-to-flop path is sram_addr_s[8]$_SDFFCE_PP0P_. The sequential share of the synthesized area is 0.634. The buffer depth of the longest clock path came out at 2. The count of non-filler cells in the finished layout is roughly 330. The distinct cell type count of the synthesized netlist is 39. Per the timing report, the achievable frequency comes out to between 400 and 500 MHz.

The mean post-synth cell area is ~12 sq um. Routability-driven placement finished with a final weighted congestion of approximately 0.76. The via count of the first global-routing pass is between 1000 and 1500. The cell area after technology mapping came out at between 2000 and 2500 sq um. Checking hold timing, the worst path is listed with class flip-flop to flip-flop. The number of cells upsized or downsized after cts is 0. Per the final report, max-transition violations number 0. The synthesis log from Yosys contains 6 warnings. The layout summary lists the proportion of cells stronger than drive strength 1 as 0.0645. The remaining design rule violation count came out at 0.

The kind of cell with the highest combined delay along the critical path is simple AND/OR/NAND/NOR gates. Summed over all layers, the global routing overflow is 0. The number of hold violations in the final report came out at 0. The startpoint type of the worst setup path is an input pin. According to the report, the first pass of detailed routing completed in 4 iterations. The critical path runs through a total of 2 cells. The initial antenna violation count came to 0. CTS saw about 48 sinks. The largest vdd supply drop is 0.182 mV. The number of H-tree branching levels is 2. The category of the worst setup path capture point is a flip-flop.
[per-layer routing]
layer | GRT usage | share of wire
met2 | 0.183 | 0.46
met4 | 0.0136 | 0.015
met3 | 0.0264 | 0.062
met5 | 0 | 0
met1 | 0.195 | 0.46
[logic make-up (layout without fill, tap and decap cells)]
kind of cell	Yosys count	count (layout)	synth area share
and+or+nand+nor	72	72	0.194
DFF	48	48	0.634
AOI/OAI and AO/OA	24	24	0.0686
buffers and inverters	20	93	0.0531
xor gates and xnor gates	9	9	0.0376
adders and majority gates	2	2	0.0119
[through the flow]
| step | worst slack, ns | total power (W) | hold slack, ns | cell area [sq um] | utilization |
|---|---|---|---|---|---|
| 2_1_floorplan | 0.969 | 0.000659 | 0.389 | 2100 | - |
| 3_3_place_gp | 1.34 | 0.000737 | 0.406 | 2910 | 0.430 |
| 3_5_place_dp | 1.32 | 0.000739 | 0.413 | 2910 | 0.430 |
| 4_1_cts | 1.65 | 0.00105 | 0.426 | 3000 | 0.444 |
| 5_1_grt | 1.54 | 0.00109 | 0.440 | 3000 | 0.444 |
| 6_report | 1.64 | 0.00104 | 0.423 | 3000 | 0.444 |
[layout make-up]
class	count	area (sq um)
well taps	80	100
repair buffers	80	796
clock buffers	6	82.6
multi-input cells	107	661
flip-flops and latches	48	1330
clock inverters	2	12.5
fillers	629	3750
inverters	5	20.0
[state kept, by name, indices dropped and copies added (netlist names)]
name / cells
sd_ack: 1
sram_data_o: 8
state_s: 9
sram_we_o: 1
sd_buff_dout: 8
sram_addr_s: 20
sd_buff_wr: 1
[report_power, final]
group | total [W] | internal (W) | switching, W
Clock | 0.000319 | 0.000148 | 0.000170
Sequential | 0.000611 | 0.000589 | 0.0000218
Combinational | 0.000114 | 0.0000781 | 0.0000360
Total | 0.00104 | 0.000816 | 0.000228
[placed cells by master (no fill, tap or decap), drive strengths merged, types with 6 or more instances in the layout]
cell,synthesis,final
a31oi,6,6
o21ai,8,8
edfxtp,37,37
nor2,19,19
clkbuf,5,6
inv,4,6
dfxtp,11,11
nand3,7,7
clkdlybuf4s50,0,78
nand2,11,11
[worst paths after layout]
path                               end  slack [ns]
max reg2reg  sram_addr_s[17]$_DFFE_PP_        1.72
min reg2reg    sd_buff_wr$_SDFFE_PP0P_        0.42
min            sd_buff_wr$_SDFFE_PP0P_        0.42
max          sd_buff_dout[1]$_DFFE_PP_        1.64
Power and IR drop assume default switching activity.
